### flow/run.sh
#!/bin/bash
# OpenROAD 26Q1-2900-gdf79404cd8, Yosys 0.63+post, stock flow scripts
make -C /OpenROAD-flow-scripts/flow DESIGN_CONFIG=/design/flow/config.mk WORK_HOME=/design/flow/orfs finish
### flow/config.mk
export PLATFORM = sky130hd
export DESIGN_NAME = SPIBitwise
export DESIGN_NICKNAME = SPIBitwise
export VERILOG_FILES = /design/flow/design.v
export SDC_FILE = /design/flow/constraint.sdc
export NUM_CORES = 4
export LEC_CHECK = 1
export CORE_AREA = 10 10 70 70
export DIE_AREA = 0 0 80 80
### flow/constraint.sdc
current_design SPIBitwise

set clk_period 1.3
set clk_io_pct 0.2

create_clock -name clk0 -period $clk_period [get_ports {clk}]

set non_clock_inputs [all_inputs -no_clocks]
set_input_delay [expr $clk_period * $clk_io_pct] -clock clk0 $non_clock_inputs
set_output_delay [expr $clk_period * $clk_io_pct] -clock clk0 [all_outputs]
### flow/design.v
package ISA;
  typedef enum logic [2:0] {
    IMM_I,
    IMM_S,
    IMM_B,
    IMM_U,
    IMM_J
  } rv_imm_type;
endpackage
interface CommitNotif
#(
  parameter p_seq_num_bits   = 5,
  parameter p_phys_addr_bits = 6
);
  logic [31:0] pc;
  logic  [4:0] waddr;
  logic [31:0] wdata;
  logic        wen;
  logic        val;
  logic [p_seq_num_bits-1:0] seq_num;
  logic [p_phys_addr_bits-1:0] ppreg;
  modport pub (
    output pc,
    output waddr,
    output wdata,
    output wen,
    output val,
    output seq_num,
    output ppreg
  );
  modport sub (
    input pc,
    input waddr,
    input wdata,
    input wen,
    input val,
    input seq_num,
    input ppreg
  );
endinterface
interface CompleteNotif
#(
  parameter p_seq_num_bits   = 5,
  parameter p_phys_addr_bits = 6
);
  logic                [4:0] waddr;
  logic               [31:0] wdata;
  logic                      wen;
  logic                      val;
  logic [p_seq_num_bits-1:0] seq_num;
  logic [p_phys_addr_bits-1:0] preg;
  modport pub (
    output waddr,
    output wdata,
    output wen,
    output val,
    output seq_num,
    output preg
  );
  modport sub (
    input waddr,
    input wdata,
    input wen,
    input val,
    input seq_num,
    input preg
  );
endinterface
interface F__DIntf
#(
  parameter p_seq_num_bits = 5
);
  logic [31:0] inst;
  logic [31:0] pc;
  logic        val;
  logic        rdy;
  logic [p_seq_num_bits-1:0] seq_num;
  modport F_intf (
    output inst,
    output pc,
    output val,
    input  rdy,
    output seq_num
  );
  modport D_intf (
    input  inst,
    input  pc,
    input  val,
    output rdy,
    input  seq_num
  );
endinterface
interface InstTraceNotif;
  logic [31:0] pc;
  logic  [4:0] waddr;
  logic [31:0] wdata;
  logic        wen;
  logic        val;
  modport pub (
    output pc,
    output waddr,
    output wdata,
    output wen,
    output val
  );
endinterface
interface SquashNotif
#(
  parameter p_seq_num_bits  = 5
);
  logic [p_seq_num_bits-1:0] seq_num;
  logic               [31:0] target;
  logic                      val;
  modport pub (
    output seq_num,
    output target,
    output val
  );
  modport sub (
    input seq_num,
    input target,
    input val
  );
endinterface
interface X__WIntf
#(
  parameter p_seq_num_bits   = 5,
  parameter p_phys_addr_bits = 6
);
  logic [31:0] pc;
  logic  [4:0] waddr;
  logic [31:0] wdata;
  logic        wen;
  logic        val;
  logic        rdy;
  logic [p_seq_num_bits-1:0] seq_num;
  logic [p_phys_addr_bits-1:0] preg;
  logic [p_phys_addr_bits-1:0] ppreg;
  modport X_intf (
    output pc,
    output waddr,
    output wdata,
    output wen,
    output val,
    input  rdy,
    output seq_num,
    output preg,
    output ppreg
  );
  modport W_intf (
    input  pc,
    input  waddr,
    input  wdata,
    input  wen,
    input  val,
    output rdy,
    input  seq_num,
    input  preg,
    input  ppreg
  );
endinterface
typedef enum logic {
  MEM_MSG_READ  = 1'b0,
  MEM_MSG_WRITE = 1'b1,
  MEM_MSG_X     = 1'bx
} t_op;
typedef struct packed {           
    t_op                  op;       
    logic [8-1:0] opaque;   
    logic [31:0]          addr;     
    logic [3:0]           strb;     
    logic [31:0]          data;     
  } t_mem_req_msg_8;
typedef struct packed {            
    t_op                  op;        
    logic [8-1:0] opaque;    
    logic [31:0]          addr;      
    logic [3:0]           strb;      
    logic [31:0]          data;      
  } t_mem_resp_msg_8;
module SPIBitwise #(
  parameter int p_nbits = 8,
  parameter bit p_reset_value = 0
) (
  input  logic               clk,       
  input  logic               reset,     
  input  logic               d,         
  input  logic               en,        
  input  logic [p_nbits-1:0] load,      
  input  logic               load_en,   
  output logic [p_nbits-1:0] q          
);
  always_ff @(posedge clk) begin
    if (reset) begin
      q <= {p_nbits{p_reset_value}};
    end else if (load_en) begin
      q <= load;
    end else if ((~load_en) & en) begin
      q <= {q[p_nbits-2:0], d};
    end else begin
      q <= q;
    end
  end
endmodule
==> run notes <==
For the maximum vdd ir drop, the log shows 0.200 mV. The tools report the final tally of setup violations as 0. The initial antenna violation count was 0. The number of different library cells used by synthesis comes to 7. In this run the horizontal extent of the chip is 80 um. After synthesis, the cell types taking the most area are sky130_fd_sc_hd__dfxtp_1, sky130_fd_sc_hd__mux2i_1, sky130_fd_sc_hd__a211oi_1, sky130_fd_sc_hd__nor2b_1, sky130_fd_sc_hd__buf_6. Counting flops per register, the top entry is q. Critical path required time: 1430 ps. The headroom to the max-slew limit was 0.813.

Global routing put the most usage on met2. The script computed a power per unit cell area of 866 mW/mm^2. The report puts the hold buffer count at CTS at 0. The mean instance size in the synthesized netlist was 10.5 sq um; the slew of the pin with the lowest slew margin was 280 ps. The synthesized design contains 8 register bits. With the clock period minus final worst setup slack at 1080 ps, the number of CTS-inserted buffers is 3. Counting instances, the worst hold path has a depth of 2. TritonCTS built the clock tree.

Timing analysis after detailed placement gives a worst setup slack of -65.6 ps. The total overflow left after global routing is 0. STA classifies the critical path endpoint as a register. Counting pins that exceed their max-slew limit in the final report gives 0. The run gives 356 as the detailed-route via count. The run gives 0.301 nW as the leakage component of the power. The register with the most flip-flops in the layout has 8 of them. The tools report the peak clock frequency supported by timing as 0.929 GHz. The run gives 0.279 for the fraction of layout cells with a size suffix above 1.

Total routing resource utilization after global routing: 0.0379. Number of H-tree branching levels: 1. Per the log, the first TritonRoute iteration ended with a DRC count of 12. The run reported a max-capacitance violation count of 0. The clock arrives with 1.62 ps of skew.

By startpoint and endpoint, the worst setup path is classified as primary input to register. The run gives 0.434 for the area share of the leading cell type in the synthesized netlist. The weighted congestion at the end of routability-driven global placement is 0.685, and the number of warnings in the stage logs is 25. The run gives 250 ps for the clock latency of the later-clocked register in the worst-skew pair.

Per the detail_route report, routed wire per instance is 11.3 um. The tools report the root buffer cell as sky130_fd_sc_hd__clkbuf_4. After detailed routing, the number of vias per cell comes to 3.33. Entering global routing, the biggest net connects 10 pins. The final worst-path cycle share is 0.828. Per the placement log, port buffering inserted 20 buffers.

The core utilization before placement is 0.108. The worst register-to-register path has a depth of 3. In the post-route analysis, the smallest setup slack over all paths is 224 ps. The run gives 80 um for the floorplan die height.

Once detailed placement completed, the half-perimeter wirelength came to 976 um. Placeable core area: 0.00342 sq mm. The final hold violation count recorded for this run is 0. The tools report the worst endpoint data arrival time as 1200 ps.

The post-synth area from yosys stat was 369 sq um. In this run the remaining antenna-violating nets after routing total 0. The area of the mapped netlist came out at 369 sq um. Once layout is complete, the cells apart from fillers number 107. Critical path startpoint category: a primary input. The biggest area consumer among synthesized cells was sky130_fd_sc_hd__dfxtp_1. Setup repair after global routing left no endpoint under its margin. Row generation in the floorplan step produced 21 rows. According to the I/O placement log, the pin count is 21. The tools report the count of TritonRoute iterations in the first routing pass as 2.

For this design, the sink count on the clock tree is 8. Final wirelength: 1210 um. In the routed design, unresolved DRC markers number 0. The met2 track demand over resource in global routing is 0.0674. The flow ran to the end, and the final reports show no timing, DRC or antenna violations.

With the filler cell count at 386, the post-placement cell count is 100. The first global-routing pass estimated 1910 um of wire. The synth_stat.txt file lists the number of cells as 35.

The tools report the global-route met3 utilization as 0.0159. The antenna diode count came out at 0. With the cell count after synthesis at 35, the clock transition at the registers of the reported paths is 50 ps. The longest clock path from root to sink contains 2 buffers. The number of warnings issued by yosys was 1.

The chip occupies 0.00640 sq mm. The min-delay analysis places its worst path in the category register to register. The post-route worst hold slack came out at 562 ps. The flow measured a signed area growth from synthesis to layout of 86.4%. The largest registers in the layout are q (8). The report shows a maximum critical-path fanout of 8. The run gives 0.0390 for the met1 usage. The number of global-route vias before repair is 403. For the post-synthesis sequential area ratio, the log shows 0.434.
[final cells by class]
type | instances | area (sq um) | share of cell area
Timing Repair Buffer | 25 | 244 | 0.355
Tap cell | 46 | 57.6 | 0.0836
Multi-Input combinational cell | 24 | 190 | 0.276
Inverter | 1 | 3.75 | 0.00545
Sequential cell | 8 | 170 | 0.247
Clock buffer | 3 | 22.5 | 0.0327
[cells in the mapped netlist]
master                     instances
sky130_fd_sc_hd__buf_6             1
sky130_fd_sc_hd__buf_1             1
sky130_fd_sc_hd__mux2i_1           8
sky130_fd_sc_hd__a211oi_1          8
sky130_fd_sc_hd__inv_2             1
sky130_fd_sc_hd__dfxtp_1           8
sky130_fd_sc_hd__nor2b_1           8
[path summary, 6_finish.rpt]
check	slack [ps]	startpoint	endpoint
setup / recovery	220	en	q[2]
hold / removal	560	q[7]	q[7]
setup reg to reg	510	q[2]	q[2]
hold reg to reg	560	q[7]	q[7]
[metrics by stage]
step / utilization / setup TNS [ps] / power (W) / instance area, sq um
3_3_place_gp: 0.185 / -241 / 0.000414 / 632
3_5_place_dp: 0.185 / -370 / 0.000415 / 632
4_1_cts: 0.201 / 0 / 0.000613 / 686
5_1_grt: 0.201 / 0 / 0.000643 / 688
2_1_floorplan: - / 0 / 0.000325 / 369
6_report: 0.201 / 0 / 0.000596 / 688
[placed cells by master (no fill, tap or decap)]
cell and instances:
sky130_fd_sc_hd__clkdlybuf4s50_1 12, sky130_fd_sc_hd__mux2i_1 8, sky130_fd_sc_hd__dfxtp_2 8, sky130_fd_sc_hd__dlygate4sd2_1 7, sky130_fd_sc_hd__inv_2 1, sky130_fd_sc_hd__buf_12 1, sky130_fd_sc_hd__buf_4 4, sky130_fd_sc_hd__a211oi_1 8
sky130_fd_sc_hd__dlymetal6s2s_1 1, sky130_fd_sc_hd__nor2b_1 8, sky130_fd_sc_hd__clkbuf_4 3
[logic make-up (layout without fill, tap and decap cells)]
family	Yosys count	in the layout	synth area share
compound gates	8	8	0.163
buf+inv	3	29	0.0508
simple gates	8	8	0.136
mux	8	8	0.217
flops	8	8	0.434
[worst max-delay path, stage by stage]
cell	delay (ps)
sky130_fd_sc_hd__clkdlybuf4s50_1	510
sky130_fd_sc_hd__buf_12	140
sky130_fd_sc_hd__mux2i_1	200
sky130_fd_sc_hd__a211oi_1	90
[report_power, final]
group | internal (W) | total (W) | switching (W)
Combinational | 0.0000906 | 0.000133 | 0.0000423
Sequential | 0.000268 | 0.000278 | 0.0000101
Clock | 0.000105 | 0.000185 | 0.0000800
[timing repair]
action | 4_1_cts | 5_1_grt
setup buffers | 4 | 0
setup endpoints to repair | 8 | 1
resized | 15 | 1
[per-layer routing]
layer	up-vias	share of wire
met5	-	0
met4	0	0.028
met3	2	0.070
met2	12	0.57
met1	159	0.33
li1	183	-
No activity file was given, so power comes from the tool's default toggle rates.
